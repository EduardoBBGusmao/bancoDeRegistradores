==> flow/run.sh <==
#!/bin/bash
# OpenROAD 26Q1-2900-gdf79404cd8, Yosys 0.63+post, stock flow scripts
make -C /OpenROAD-flow-scripts/flow DESIGN_CONFIG=/design/flow/config.mk WORK_HOME=/design/flow/orfs finish
==> flow/config.mk <==
export PLATFORM = sky130hd
export DESIGN_NAME = banco_reg
export DESIGN_NICKNAME = banco_reg
export VERILOG_FILES = /design/flow/design.v
export SDC_FILE = /design/flow/constraint.sdc
export NUM_CORES = 4
export LEC_CHECK = 1
export CORE_UTILIZATION = 50
==> flow/constraint.sdc <==
current_design banco_reg

set clk_period 9.5
set clk_io_pct 0.2

create_clock -name clk0 -period $clk_period

set non_clock_inputs [all_inputs -no_clocks]
set_input_delay [expr $clk_period * $clk_io_pct] -clock clk0 $non_clock_inputs
set_output_delay [expr $clk_period * $clk_io_pct] -clock clk0 [all_outputs]
==> flow/design.v <==
module reg_32(in,Q, writereg, readreg);
 input wire [31:0] in;
 output [31:0] Q;
 input wire writereg;
 input wire readreg;
 wire clk;
 assign clk = (readreg == 1) ? 0 : writereg ;
 reg_d flipflop (.D (in), .clk (clk), .Q (Q));
endmodule
module banco_reg (WriteRegister,RegWrite, ReadReagister1, ReadRegister2, data, ReadData1, ReadData2);
 input  [5:0] WriteRegister;
 input  [5:0] ReadReagister1;
 input  [5:0] ReadRegister2;
 output wire [31:0] ReadData1;
 output wire [31:0] ReadData2;
 input [31:0] data;
 reg enable[31:0];
 integer i;
 integer index;
 integer indexA;
 integer indexB;
 input RegWrite;
 wire [31:0] Q [0:31];
 wire readreg;
 assign readreg = ~RegWrite;
always @(*) begin
  for (i=0;i<32;i=i+1)
    enable[i] =0;
if(RegWrite == 1) begin
   enable[WriteRegister] = 1;
end
end
reg_zero zero(.Q (Q[0])); 
reg_32 at(.in(data),.Q (Q[1]), .writereg (enable[1]),.readreg(readreg));     
reg_32 v0(.in(data),.Q (Q[2]), .writereg (enable[2]),.readreg(readreg));
reg_32 v1(.in(data),.Q (Q[3]), .writereg (enable[3]),.readreg(readreg)); 
reg_32 a0(.in(data),.Q (Q[4]), .writereg (enable[4]),.readreg(readreg));     
reg_32 a1(.in(data),.Q (Q[5]), .writereg (enable[5]),.readreg(readreg));
reg_32 a2(.in(data),.Q (Q[6]), .writereg (enable[6]),.readreg(readreg));
reg_32 a3(.in(data),.Q (Q[7]), .writereg (enable[7]),.readreg(readreg));
reg_32 t0(.in(data),.Q (Q[8]), .writereg (enable[8]),.readreg(readreg));
reg_32 t1(.in(data),.Q (Q[9]), .writereg (enable[9]),.readreg(readreg));
reg_32 t2(.in(data),.Q (Q[10]), .writereg (enable[10]),.readreg(readreg));
reg_32 t3(.in(data),.Q (Q[11]), .writereg (enable[11]),.readreg(readreg));
reg_32 t4(.in(data),.Q (Q[12]), .writereg (enable[12]),.readreg(readreg));
reg_32 t5(.in(data),.Q (Q[13]), .writereg (enable[13]),.readreg(readreg));
reg_32 t6(.in(data),.Q (Q[14]), .writereg (enable[14]),.readreg(readreg)); 
reg_32 t7(.in(data),.Q (Q[15]), .writereg (enable[15]),.readreg(readreg)); 
reg_32 s0(.in(data),.Q (Q[16]), .writereg (enable[16]),.readreg(readreg));
reg_32 s1(.in(data),.Q (Q[17]), .writereg (enable[17]),.readreg(readreg));
reg_32 s2(.in(data),.Q (Q[18]), .writereg (enable[18]),.readreg(readreg));
reg_32 s3(.in(data),.Q (Q[19]), .writereg (enable[19]),.readreg(readreg)); 
reg_32 s4(.in(data),.Q (Q[20]), .writereg (enable[20]),.readreg(readreg));
reg_32 s5(.in(data),.Q (Q[21]), .writereg (enable[21]),.readreg(readreg));
reg_32 s6(.in(data),.Q (Q[22]), .writereg (enable[22]),.readreg(readreg));
reg_32 s7(.in(data),.Q (Q[23]), .writereg (enable[23]),.readreg(readreg)); 
reg_32 t8(.in(data),.Q (Q[24]), .writereg (enable[24]),.readreg(readreg));
reg_32 t9(.in(data),.Q (Q[25]), .writereg (enable[25]),.readreg(readreg));
reg_32 k0(.in(data),.Q (Q[26]), .writereg (enable[26]),.readreg(readreg));  
reg_32 k1(.in(data),.Q (Q[27]), .writereg (enable[27]),.readreg(readreg));  
reg_32 gp(.in(data),.Q (Q[28]), .writereg (enable[28]),.readreg(readreg));  
reg_32 sp(.in(data),.Q (Q[29]), .writereg (enable[29]),.readreg(readreg));  
reg_32 fp(.in(data),.Q (Q[30]), .writereg (enable[30]),.readreg(readreg));  
reg_32 ra(.in(data),.Q (Q[31]), .writereg (enable[31]),.readreg(readreg));
assign ReadData1[31:0] = Q[ReadReagister1];
assign ReadData2[31:0] = Q[ReadRegister2];
endmodule
module reg_d(D,clk, Q);
input wire [31:0] D;  
output reg [31:0] Q;  
input clk;  
always @(posedge clk) 
begin
 Q <= D; 
end 
endmodule
module reg_zero(Q);
 output wire [31:0] Q;
 assign Q = 32'b0;
endmodule
==> run summary <==
yosys + openroad results -> EDFF count, synth=0, Post-synth ARST share=0%, # port buffers=around 110, CP dominant cell by count=buf_4, RSZ-0062 raised after global routing=false, cell-internal power=~0.00032 W, crit path capture type=output port, Area Overhead vs Synth=8.08%, die extent in x=~260 µm, min cycle time layout=7.92 ns, Starting DRT DRC Count=about 3600, antenna violations before repair=17, post-route cell area=around 37000 µm², Routed WL=roughly 170000 µm, Seq/Total Area, Yosys=roughly three fifths, Die Size=69000 µm², TNS Setup=0 ns, Yosys Instances=3034, floorplan utilization=50.6%, Post-DP HPWL=100000 µm, Yosys chip area=between 30000 and 40000 µm², Cells after Synth=3034, top cells by area=dfxtp_1 58%, a22oi_1 12%, mux2i_1 3.9%, and3_1 3.1%, nand4_1 2.2%, Synth Warn #=4, Slew headroom=between 20% and 30%, vias=30000, LEAKAGE=about 14 nW, maximum number of pins on one net before global-route repair=48, cell type with the largest total area=dfxtp_1, Slew Limit Fails=0, average size of a mapped cell=11.2 µm², peak supply drop=0.0220 mV, Max Clk Rate=126 MHz, layout cells sized above 1=between 10% and 20%, crit-path leading delay family=buffers and inverters, Final setup violation count=0, switching power total=0.000455 W, tool warnings=35, Max-cap violations=0, critical path class=in -> out, endpoints left unconstrained=around 1000, drt pass-1 iters=7, gr usage total=about half, # DRC=0, Cell Chain, Critical Path=buf_2 -> buf_4 -> nand3b_1 -> nor2_2 -> buf_4 -> a22oi_1 -> nand4_1 -> or3_1 -> clkdlybuf4s50_1, ys flop type=dfxtp_1, buffers and inverters on the worst path=4, Top cells excl fill/tap=992 x dfxtp_1, 521 x a22oi_1, 167 x and3_1, 151 x buf_4, 132 x mux2i_1, Hold Crit Class=in -> out, row count=95, core area=~67000 µm², placer congestion estimate=1.04, Die H=between 200 and 300 µm, required time of the critical path=7.60 ns, WP data arrival=6.02 ns, Flops after synth=992, final period utilization=between 80% and 90%, most numerous logic cell after layout=dfxtp_1, first-pass GRT wire length=between 200000 and 250000 µm, Top-area cell share=58.4%, worst-path fanout max=25, antenna viol nets, final=0, WL/cell=around 44 µm, vias in the first global route=29700, Critical-path top delay cell=nor2_2, Startpoint Class=input port, synthesized area=34000 µm², status=finished clean, IO Pins=~120, register pins left without a clock=992, Least-Margin Pin Slew=1.11 ns, post-CTS setup buffers=0, placed insts=roughly 4000, switching share of power=58.7%, GRT overflow=0, via/cell ratio=7.62, Power per Cell Area=21.1 nW/µm², post_cts resized=0, # hold bufs at CTS=0, Largest stage delay, worst path=0.99 ns, Unique masters post-synth=64, placed cell areas=36700 µm², Final Hold Vio Count=0, post-layout util=54.7%, Finished Layout Cells=3932
[cell families after synthesis]
group	after synthesis	share of synthesized area (%)
flip-flops	992	58.4
buffers and inverters	248	3.19
AND/OR/NAND/NOR	711	12.2
multiplexers	193	6.11
AND-OR/OR-AND	890	20.1
[synthesized netlist by cell type, drive strengths merged, types with 17 or more instances]
| cell | n |
|---|---|
| or3 | 22 |
| nor3b | 23 |
| nor3 | 17 |
| a22oi | 521 |
| a222oi | 23 |
| buf | 95 |
| clkbuf | 149 |
| o21ai | 28 |
| a21oi | 62 |
| nand4 | 117 |
| dfxtp | 992 |
| a221oi | 23 |
| a22o | 65 |
| nand3 | 41 |
| o22ai | 38 |
| a2111oi | 54 |
| or4 | 35 |
| mux2 | 55 |
| nand2 | 70 |
| and2 | 22 |
| nor2 | 116 |
| and3 | 169 |
| mux2i | 132 |
[stage by stage]
stage	power [W]	setup slack (ns)	hold WS, ns
2_1_floorplan	0.000353	4.11	4.14
3_3_place_gp	0.000733	1.85	4.81
3_5_place_dp	0.000734	1.86	4.82
4_1_cts	0.000737	1.84	4.82
5_1_grt	0.000781	1.69	4.87
6_report	0.000775	1.58	4.85
[final cells by class]
type,instances,area (µm²)
fillers,5639,30400
flip-flops and latches,992,19900
multi-input cells,1794,13500
repair buffers,261,2210
well taps,873,1090
diodes,8,20.0
inverters,4,15.0
[power by group through the flow]
| stage | sequential, W | clock, W | combinational (W) |
|---|---|---|---|
| CTS | 0.0000977 | 0 | 0.000639 |
| global route | 0.000101 | 0 | 0.000680 |
[final timing paths]
check	cells past startpoint	from	slack, ns	endpoint
min	5	ReadRegister2[4]	4.85	ReadData2[2]
max	9	ReadReagister1[1]	1.58	ReadData1[6]
[metal layers]
| layer | part of all wire (%) | global-route usage [%] | vias up |
|---|---|---|---|
| met5 | 0.13 | 3.60 | - |
| met1 | 35 | 63.6 | 14300 |
| met4 | 6.9 | 26.0 | 22 |
| met3 | 19 | 37.9 | 776 |
| li1 | - | - | 11700 |
| met2 | 39 | 66.8 | 3111 |
Power figures rest on the tool's default switching activity, not on a simulated workload.
